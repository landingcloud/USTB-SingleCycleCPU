==> flow/design.v <==
`timescale 1ns/1ps
module ALU(
    input rst,
    input[3:0] alu_ct,
    input[31:0] alu_src1, alu_src2,
    output alu_zero,
    output reg [31:0] alu_res
);
    assign alu_zero = (alu_res == 0) ? 1 : 0;
    always@(*)
        if(!rst) 
            alu_res = 32'b0;
        else begin
            case(alu_ct)
            4'b0010: alu_res <= alu_src1 + alu_src2;
            4'b0110: alu_res <= alu_src1 - alu_src2;
            4'b0000: alu_res <= alu_src1 < alu_src2 ? 1 : 0;    
            default: alu_res = 32'b0;
            endcase
        end
endmodule
==> flow/run.sh <==
#!/bin/bash
# OpenROAD 26Q1-2900-gdf79404cd8, Yosys 0.63+post, stock flow scripts
make -C /OpenROAD-flow-scripts/flow DESIGN_CONFIG=/design/flow/config.mk WORK_HOME=/design/flow/orfs finish
==> flow/config.mk <==
export PLATFORM = sky130hd
export DESIGN_NAME = ALU
export DESIGN_NICKNAME = ALU
export VERILOG_FILES = /design/flow/design.v
export SDC_FILE = /design/flow/constraint.sdc
export NUM_CORES = 4
export LEC_CHECK = 1
export CORE_UTILIZATION = 40
==> flow/constraint.sdc <==
current_design ALU

set clk_period 21.1
set clk_io_pct 0.2

create_clock -name clk0 -period $clk_period

set non_clock_inputs [all_inputs -no_clocks]
set_input_delay [expr $clk_period * $clk_io_pct] -clock clk0 $non_clock_inputs
set_output_delay [expr $clk_period * $clk_io_pct] -clock clk0 [all_outputs]
==> impl_metrics.env <==
# flow metrics
export IMPL_finalSetupViolCount=0
export IMPL_path_class="in2out"
export IMPL_path_cells="clkdlybuf4s50_1 -> ha_1 -> inv_1 -> fa_1 -> a21o_1 -> a221o_1 -> a31o_1 -> a31o_1 -> a21oi_1 -> o211ai_1 -> mux2i_1 -> a2111oi_0 -> and4_1 -> o2111ai_1 -> nor3_2 -> clkdlybuf4s50_1"
export IMPL_period_used_pct=61.4
export IMPL_crit_fanout=4
export IMPL_synth_area_mm2=0.00400
export IMPL_cp_end_kind="primary output"
export IMPL_setup_ws_ns=8.14
export IMPL_syn_area_per_cell_um2=6.50
export IMPL_route_detailed_wl_per_inst_um=16.9
export IMPL_io_pin_count=102
export IMPL_min_path_type="in2out"
export IMPL_antenna_found_initial=0
export IMPL_final_core_util_pct=51.9
export IMPL_peakVddDrop_mv=0.0117
export IMPL_crit_arrival_ns=8.74
export IMPL_cp_top_family="AND-OR/OR-AND gates"
export IMPL_seq_area_um2=0
export IMPL_die_x_um=102
export IMPL_avgViaCountPerCell=5.83
export IMPL_dp_hpwl_um=11300
export IMPL_timing_fmax_mhz=77.2
export IMPL_fillerInstances=991
export IMPL_io_buffers=102
export IMPL_maxSlewHeadroom_pct=43.8
export IMPL_overflow=0
export IMPL_grt_max_degree=58
export IMPL_routed_wirelength_um=13800
export IMPL_ctsHoldBuffers=0
export IMPL_hold_violations=0
export IMPL_gr_usage_all_layers_pct=26.9
export IMPL_die_area_mm2=0.0104
export IMPL_warnings=63
export IMPL_drt_iter0_drc=258
export IMPL_p_leak_nw=2.22
export IMPL_fin_crit_ns=12.96
export IMPL_cp_start_kind="input pin"
export IMPL_area_growth_pct=26.4
export IMPL_die_h_um=102
export IMPL_required_ns=16.88
export IMPL_synth_yosys_warnings=1
export IMPL_drc=0
export IMPL_slew_viol_final=0
export IMPL_fp_util_pct=41.1
export IMPL_critPathSlowestCell="clkdlybuf4s50_1"
export IMPL_drt_first_pass_iters=6
export IMPL_synth_stat_cells=615
export IMPL_drive_gt1_share_pct=2.49
export IMPL_worst_pin_slew_ns=0.822
export IMPL_synth_seq_share_pct=0
export IMPL_power_density_mw_per_mm2=25.1
export IMPL_clock_buffers=0
export IMPL_dp_slack_ns=8.16
export IMPL_status="complete, no violations"
export IMPL_worst_path_buf_inv=3
export IMPL_coreArea_mm2=0.00973
export IMPL_cts_resized=0
export IMPL_ant_nets=0
export IMPL_grt_pass1_vias=4415
export IMPL_max_stage_delay_ns=0.48
export IMPL_grt_pass1_wl_um=21900
export IMPL_rsz0062_at_grt="false"
export IMPL_cap_violations=0
export IMPL_flops=0
export IMPL_n_antenna_cell=0
export IMPL_placed_cell_area_mm2=0.00505
export IMPL_final_cell_area_mm2=0.00505
export IMPL_rows=36
export IMPL_vias=4759
export IMPL_setup_tns_ns=0
export IMPL_synth_distinct_cells=66
export IMPL_yosysChipArea_mm2=0.00400
export IMPL_synthCells=615
export IMPL_post_cts_buffers=0
export IMPL_fin_total_pwr_mw=0.127
export IMPL_place_gp_congestion=0.971
[synthesized netlist by cell type (9+ instances only)]
cell type	n	area (µm²)
a21o_1	15	113
nor2_1	53	199
nor3_1	14	70.1
clkbuf_1	29	109
a21oi_1	60	300
and3_1	9	56.3
ha_1	63	788
o31ai_1	12	90.1
xnor2_1	9	78.8
o21ai_0	27	135
nand2_1	61	229
a211oi_1	12	90.1
mux2i_1	16	160
inv_1	52	195
nand3_1	10	50.1
and2_1	10	62.6
nand2b_1	16	100
nor2b_1	13	81.3
[placed cells by master, fill, tap and decap left out, types with 9 or more instances in the layout]
cell type / netlist / final
clkdlybuf4s50_1: 0 / 101
ha_1: 63 / 63
nand2_1: 61 / 61
a21oi_1: 60 / 60
nor2_1: 53 / 53
inv_1: 52 / 52
o21ai_0: 27 / 27
nand2b_1: 16 / 16
mux2i_1: 16 / 16
a21o_1: 15 / 15
nor3_1: 14 / 14
nor2b_1: 13 / 13
a211oi_1: 12 / 12
o31ai_1: 12 / 12
and2_1: 10 / 10
nand3_1: 10 / 10
and3_1: 9 / 9
xnor2_1: 9 / 9
[logic make-up after synthesis]
group,share of synthesized area (%)
xor+xnor,3.29
buf+inv,8.55
mux,4.29
compound gates,33.7
simple gates,29.5
fa+ha+maj,20.7
[power breakdown]
part	switching, mW	internal (mW)	total [mW]
Sequential	0	0	0
Combinational	0.0712	0.0555	0.127
Clock	0	0	0
[worst paths after layout]
check | startpoint | slack, ns | cells past startpoint | end
worst max-delay path | alu_src2[0] | 8.14 | 16 | alu_zero
worst min-delay path | alu_ct[0] | 9.52 | 5 | alu_res[0]
[per-stage QoR]
step           std cells  hold WS (ns)
2_1_floorplan        615          8.57
3_3_place_gp         816          9.52
3_5_place_dp         816          9.52
4_1_cts              816          9.52
5_1_grt              816          9.58
6_report             816          9.52
[area by class of cell]
type,instances,area [µm²],share of cell area [%]
inverter,53,199,3.94
multi-input combinational,526,3650,72.4
tap,133,166,3.29
timing repair buffer,104,1030,20.4
[layer usage]
| metal | part of all wire, % | GRT usage, % | vias up |
|---|---|---|---|
| met5 | 0 | 0 | - |
| met4 | 3.0 | 7.58 | 0 |
| met3 | 6.4 | 1.53 | 29 |
| met2 | 45 | 44.5 | 199 |
| met1 | 46 | 38.0 | 2150 |
| li1 | - | - | 2381 |
