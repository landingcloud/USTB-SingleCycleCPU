$ cat run.sh
#!/bin/bash
# OpenROAD 26Q1-2900-gdf79404cd8, Yosys 0.63+post, stock flow scripts
make -C /OpenROAD-flow-scripts/flow DESIGN_CONFIG=/design/flow/config.mk WORK_HOME=/design/flow/orfs finish
$ cat config.mk
export PLATFORM = sky130hd
export DESIGN_NAME = Control
export DESIGN_NICKNAME = Control
export VERILOG_FILES = /design/flow/design.v
export SDC_FILE = /design/flow/constraint.sdc
export NUM_CORES = 4
export LEC_CHECK = 1
export CORE_AREA = 10 10 70 70
export DIE_AREA = 0 0 80 80
$ cat constraint.sdc
current_design Control

set clk_period 3.3
set clk_io_pct 0.2

create_clock -name clk0 -period $clk_period

set non_clock_inputs [all_inputs -no_clocks]
set_input_delay [expr $clk_period * $clk_io_pct] -clock clk0 $non_clock_inputs
set_output_delay [expr $clk_period * $clk_io_pct] -clock clk0 [all_outputs]
$ cat design.v
`timescale 1ns/1ps
module ALUCt(
    input rst,
    input[5:0] funct,
    input[1:0] alu_ct_op,
    output reg[3:0] alu_ct
    );
    always@(*)begin
        if(!rst) alu_ct=0;
        else
            case (alu_ct_op)
                2'b00:alu_ct=4'b0010;    
                2'b01:alu_ct=4'b0110;    
                2'b11:alu_ct=4'b0000;    
                2'b10:begin case(funct)  
                    6'b100001:alu_ct=4'b0010;
                    default:alu_ct=0; 
                endcase end
                default: alu_ct=0;
            endcase
    end
endmodule
 `timescale 1ns / 1ps
 module Control(
 input rst,
 input[5:0] ct_inst,
 input[5:0] aluct_inst,
 output ct_rf_dst,
 output ct_rf_wen,
 output ct_alu_src,
 output[3:0] ct_alu,
 output ct_mem_wen,
 output ct_mem_ren,
 output ct_data_rf,
 output ct_branch,
 output ct_branchn,  
 output ct_jump
 );
 wire inst_r,inst_lw,inst_sw,inst_beq,inst_j,inst_addiu;
 wire inst_bne;  
 wire inst_slti;     
 wire[1:0] ct_alu_op;
 ALUCt aluct0(rst,aluct_inst,ct_alu_op,ct_alu);
assign inst_r =(!ct_inst[5])&&(!ct_inst[4])&&(!ct_inst[3])&&(!ct_inst[2])&&(!ct_inst[1])&&(!ct_inst[0]);
assign inst_lw = (ct_inst[5])&&(!ct_inst[4])&&(!ct_inst[3])&&(!ct_inst[2])&&(ct_inst[1])&&(ct_inst[0]);
assign inst_sw =(ct_inst[5])&&(!ct_inst[4])&&(ct_inst[3])&&(!ct_inst[2])&&(ct_inst[1])&&(ct_inst[0]);
assign inst_beq =(!ct_inst[5])&&(!ct_inst[4])&&(!ct_inst[3])&&(ct_inst[2])&&(!ct_inst[1])&&(!ct_inst[0]);
assign inst_bne = (!ct_inst[5])&&(!ct_inst[4])&&(!ct_inst[3])&&(ct_inst[2])&&(!ct_inst[1])&&(ct_inst[0]);
assign inst_j =(!ct_inst[5])&&(!ct_inst[4])&&(!ct_inst[3])&&(!ct_inst[2])&&(ct_inst[1])&&(!ct_inst[0]);
assign inst_addiu = (!ct_inst[5])&&(!ct_inst[4])&&(ct_inst[3])&&(!ct_inst[2])&&(!ct_inst[1])&&(ct_inst[0]);
assign inst_slti = (!ct_inst[5])&&(!ct_inst[4])&&(ct_inst[3])&&(!ct_inst[2])&&(ct_inst[1])&&(!ct_inst[0]); 
 assign ct_rf_dst = rst?inst_r:0;
 assign ct_rf_wen = rst?inst_r || inst_lw||inst_addiu||inst_slti:0;
 assign ct_alu_src = inst_lw || inst_sw||inst_addiu || inst_slti;  
 assign ct_alu_op[1:0] = {inst_r||inst_slti,inst_beq || inst_bne||inst_slti};   
 assign ct_branch = inst_beq;
 assign ct_branchn = inst_bne;
 assign ct_mem_ren = inst_lw;
 assign ct_mem_wen = inst_sw;
 assign ct_data_rf = inst_lw;
 assign ct_jump = inst_j;
 endmodule
==> flow_summary.toml <==
# implementation run metrics
[outcome]
status = "complete, no violations"

[place]
dp_worst_setup_slack_ns = 0.196
place_congestion = 0.739
io_buffer_count = 24
post-place-cells = 100
place_hpwl_um = 866

[grt]
grtUsageMet2_pct = 4.82
grt_max_degree = 10
antenna_found_initial = 0
use_met3_pct = 1.25
grt_pass1_vias = 291
met1_usage_pct = 3.56
grt_overflow = 0
track_usage_pct = 2.89
grt_pass1_wl_um = 1470
busiest_layer = "met2"

[finish]
num-clock-buffers = 0
synthToLayoutAreaGrowth_pct = 129
drive_above_1_share_pct = 3.70
seq_area_sq_um = 0
flop-count = 0
layout.cells.non_filler = 100

[timing]
setup_ws_ns = 0.215
setup_viol = 0
min_period_ns = 3.08
tns_ns = 0
hold_viol_final = 0
period_used_pct = 93.5
whs_ns = 2.30
max_freq_mhz = 324
rsz0062_at_grt = "no"
final_max_slew_viol_count = 0

[clock_network]
cts_hold_buf = 0
cts_setup_buffers = 0
cts-resized-gates = 0

[critical_path]
start_kind = "primary input"
cp_common_cell = "clkdlybuf4s50_1"
endpoint_kind = "output pin"
worstPathRequired_ns = 2.64
critical_path.top_delay_family = "buffers and inverters"
arrival_ns = 2.42
crit_slowest_cell = "or4_1"
critical_path_peak_fanout = 9
path_class = "in -> out"
crit_chain = "clkdlybuf4s50_1 > or4_1 > a31oi_1 > clkdlybuf4s50_1"
slowest_delay_ns = 0.56
crit_buf_inv = 2

[floorplanning]
die_width_um = 80
ioPinCount = 26
initial_utilization_pct = 6.26
die_h_um = 80
fp.coreArea_sq_mm = 0.00342
row_count = 21
die-area_sq_mm = 0.00640

[hold_path]
hold-path-endpoint = "ct_alu[1]"
min_from = "aluct_inst[0]"
hold_depth = 4
hold_class = "in -> out"

[yosys]
netlist_area_sq_um = 214
synth_seq_share_pct = 0
ys_area_sq_um = 214
avgSynthCellArea_sq_um = 6.69
synth_top_area_share_pct = 10.5
topCellsByArea = "buf_4 (11%), and4b_1 (9.4%), nand3b_1 (7.0%)"
yosys.area.top_type = "buf_4"
synthCells = 32
ys_types = 22
ys.warnings.count = 1
ys_cells = 32
common_cells = "buf_4 (3), nor2_1 (3)"

[pwr]
power.leakage_nw = 0.160
finalPower_uw = 33.5
peakVddDrop_v = 0.0000104
powerDensity_mw_per_mm2 = 68.6

[route]
drt_iter0_drc = 16
wl_per_cell_um = 9.80
avgViaCountPerCell = 2.96
routed_wl_um = 980
ant_nets = 0
vias = 296
insertedDiodeCount = 0
drc_errors = 0
dr.pass1.iters = 4

[flow_run]
warning_count = 32
cap_violations = 0
## layout by cell type (no fill, tap or decap)
master	netlist	routed
and2_1	2	2
a21boi_1	1	1
and4b_1	2	2
inv_1	1	1
nor3_2	1	1
nor3_1	2	2
nand3b_1	2	2
nor4b_1	1	1
or4_1	1	1
or3b_1	1	1
and3_1	1	1
conb_1	1	2
xor2_1	1	1
or2_1	1	1
clkdlybuf4s50_1	0	24
nand3_1	1	1
nor2_1	3	3
nand2_1	2	2
buf_4	3	1
a31oi_1	1	1
nor4_1	2	2
a311oi_1	1	1
## final cells by class
cell class,instances,area [sq um]
Fill cell,409,2930
Inverter,1,3.75
Multi-Input combinational cell,28,180
Timing Repair Buffer,25,248
Tap cell,46,57.6
## cell families (layout without fill, tap and decap cells)
kind of cell              after synthesis  count (layout)  share of synthesized area (%)
other                                   1               2                           1.75
xor gates and xnor gates                1               1                           4.09
buffers and inverters                   5              26                           17.5
and+or+nand+nor                        22              22                           66.1
AOI/OAI and AO/OA                       3               3                           10.5
## worst min-delay path, cell delays in order
cell	delay, ns
clkdlybuf4s50_1	0.39
nand3b_1	0.09
a311oi_1	0.08
clkdlybuf4s50_1	0.42
## where the power goes
group	total [mW]	leakage [nW]	internal [mW]	switching, mW
Combinational	0.0335	0.160	0.0217	0.0119
Clock	0	0	0	0
Sequential	0	0	0	0
## worst max-delay path by stage
stage                      start         to  slack, ns  depth (start not counted)
final                 ct_inst[3]  ct_rf_wen       0.22                          4
after global routing  ct_inst[3]  ct_rf_wen       0.12                          4
after CTS             ct_inst[3]  ct_rf_wen       0.20                          4
## through the flow
stage	util [%]	instance area, sq um
final	14.3	489
after global routing	14.3	489
after CTS	14.3	489
after detailed placement	14.3	489
after global placement	14.3	489
after floorplan	-	218
## metal layers
layer | vias up | wire [um] | part of all wire [%]
met4 | 0 | 0 | 0
met3 | 0 | 129 | 13
met1 | 124 | 418 | 43
li1 | 159 | - | -
met2 | 13 | 432 | 44
met5 | - | 0 | 0
Power and IR drop assume default switching activity.
